[flow/run.sh]
#!/bin/bash
# OpenROAD 26Q1-2900-gdf79404cd8, Yosys 0.63+post, stock flow scripts
make -C /OpenROAD-flow-scripts/flow DESIGN_CONFIG=/design/flow/config.mk WORK_HOME=/design/flow/orfs finish
[flow/design.v]
`timescale 1 ms/1ns
module updownc(output [2:0] count,input clk,rst,up_down);
reg [2:0] acount;
always@(posedge(clk) or posedge(rst))
begin
  if(rst == 1'b1)
    acount <= 3'b000;
  else
    if(up_down == 1'b1)  
    begin
        if(acount == 3'b111)
            acount <= 3'b000;
        else    
            acount <= acount + 1;
    end
    else    
    begin
        if(acount == 3'b000)
            acount <= 3'b111;
        else
            acount <= acount - 1;
    end
end
assign count = acount;
endmodule
[flow/config.mk]
export PLATFORM = sky130hd
export DESIGN_NAME = updownc
export DESIGN_NICKNAME = updownc
export VERILOG_FILES = /design/flow/design.v
export SDC_FILE = /design/flow/constraint.sdc
export NUM_CORES = 4
export LEC_CHECK = 1
export CORE_AREA = 10 10 70 70
export DIE_AREA = 0 0 80 80
[flow/constraint.sdc]
current_design updownc

set clk_period 1.2
set clk_io_pct 0.2

create_clock -name clk0 -period $clk_period [get_ports {clk}]

set non_clock_inputs [all_inputs -no_clocks]
set_input_delay [expr $clk_period * $clk_io_pct] -clock clk0 $non_clock_inputs
set_output_delay [expr $clk_period * $clk_io_pct] -clock clk0 [all_outputs]
==> ci_impl_report.md <==
## Synthesis and layout report

| Metric | Value |
|---|---|
| Initial antenna violation count | 0 |
| Maximum clock frequency | 866 MHz |
| Chip Area, Yosys | 170 µm² |
| Yosys warning tally | 1 |
| P&R area growth vs syn | 126% |
| Comb area leader | adder cells |
| Drt wl/cell | 7.23 µm |
| Top Registers | acount x3 |
| Xor/xnor share | 0.0515 |
| M2 GR Usage | 0.0217 |
| Seq pwr share | 0.269 |
| Outcome | finished clean |
| Setup slack, reg-to-reg | 0.06 ns |
| Yosys aoi share | 0.103 |
| Pleak | 0.153 nW |
| First-pass GRT wire length | 876 µm |
| Stages on worst setup path | 1 |
| Most flops, register | acount |
| Peak supply drop | 0.312 mV |
| Vias | 151 |
| Largest delay share family, worst path | flip-flops |
| CTS tree | yes |
| Antenna cells | 0 |
| Reg-to-reg critical path startpoint | acount[0] |
| Worst r2r path cells | 5 |
| Buf/Inv on CP | 1 |
| Tool warnings | 26 |
| Min Tclk post-route | 1.15 ns |
| Crit. End Element | output pin |
| Largest net degree at the start of global routing | 5 |
| Crit path from | acount[2] |
| RSZ-0062 raised after global routing | false |
| Grt total ovfl | 0 |
| Most Crowded Layer GR | met3 |
| Bufs on Longest Clock Path | 2 |
| Total GRT Usage | 0.0178 |
| Mux area share | 0 |
| Critical path arrival | 0.91 ns |
| Initial DRC Count | 1 |
| DRC Markers | 0 |
| Root buf cell | clkbuf_4 |
| Setup clock skew after layout | 0.000169 ns |
| P per Cell Area | 1650 nW/µm² |
| Worst reg2reg path endpoint | acount[2] |
| Cell Type Count | 8 |
| Worst Setup Start Kind | flip-flop |
| Final hold vios | 0 |
| Fa+ha+maj area frac | 0.294 |
| Worst Path Class, Setup | flip-flop to output pin |
| Crit-path slowest cell | dfrtp_1 |
| Hold Path Class | primary input to async pin |
| Crit path capture | count[2] |
| Setup TNS | 0 ns |
| Clock network fraction of design power | 0.274 |
| # fillers | 398 |
| Combinational Power Share | 0.457 |
| Pre-antenna DRT Iters | 2 |
| CP Data Required Time | 0.96 ns |
| Fin util | 0.112 |
| Worst slew margin | 0.851 |
| Post-route cell area | 384 µm² |
| CORE AREA | 3420 µm² |
| Routed wire length | 535 µm |
| Mapped Area | 170 µm² |
| Worst-path clk slew | 0.04 ns |
| M3 GR Usage | 0.0239 |
| Routability Congestion | 0.687 |
| Cell Chain, Critical Path | dlygate4sd2_1 |
| Number of nets with antenna violations after routing | 0 |
| Worst Path Max Fanout | 3 |
| Placed Area | 278 µm² |
| Num CTS Buffers | 3 |
| FP Core Util | 0.0498 |
| Simple-Gate Fraction of Synth Area | 0.0221 |
| Die ar. | 6400 µm² |
| H-tree depth | 1 |
| Seq cells post-synth | 3 |
| Max Cap Viol | 0 |
| Max incr delay on CP | 0.42 ns |
| Sequential share of the synthesized area | 0.441 |
| CTS sink cnt | 3 |
| Number of port buffers | 5 |
| Final Cycle Share | 0.962 |
| Worst-Skew Late Latency | 0.23 ns |
| Drt via density | 2.04 |
| Post-Synthesis Cells | 16 |
| Syn Area/Cell | 10.6 µm² |
| Vias in the first global route | 191 |
| GRT met1 Usage | 0.0173 |
| Net switching power | 204 µW |
| Int Power | 432 µW |
| Row count | 21 |
| Switch share | 0.320 |
| Slew @ Worst Pin | 0.223 ns |
| I/O pins | 6 |
| Max Slew Vio Count | 0 |
| Final Setup Violations | 0 |
| Layout cell share with drive strength beyond 1 | 0.464 |
| Max reg flops | 3 |
| Total power | 636 µW |
| Die Y | 80 µm |
| Die Wd | 80 µm |
| Yosys Instances | 16 |
==> what timing repair did <==
item                       CTS  global route
setup buffers                2             1
resized                      8             6
hold endpoints to repair     0             0
hold buffers                 0             0
setup endpoints to repair    4             2
pin swaps                    0             3
==> layout make-up <==
class                           instances  area (µm²)  area share
Sequential cell                         3        75.1       0.195
Timing Repair Buffer                    8        72.6       0.189
Tap cell                               46        57.6       0.150
Clock buffer                            4        26.3      0.0684
Multi-Input combinational cell          9         138       0.358
Inverter                                4        15.0      0.0391
==> worst min path at each step <==
stage	start	end	slack, ns	depth (start not counted)
6_report	rst	acount[0]	0.19	2
5_1_grt	rst	acount[0]	0.20	2
4_1_cts	rst	acount[2]	0.19	2
==> per-layer routing <==
metal | vias to the layer above | wire length [µm]
li1 | 73 | -
met1 | 72 | 203
met2 | 6 | 220
met3 | 0 | 111
met4 | 0 | 0
met5 | - | 0
==> kinds of logic (layout without fill, tap and decap cells) <==
logic type,count (synthesis),in the layout
xor+xnor,1,1
flops,3,3
compound gates,3,3
fa+ha+maj,4,4
simple gates,1,1
buf+inv,4,16
==> power by group through the flow <==
stage     Combinational [mW]  Clock [mW]  Sequential [mW]
5_1_grt                0.335       0.190            0.176
6_report               0.291       0.174            0.171
4_1_cts                0.195       0.186            0.169
==> cell usage after synthesis <==
library cell  n  area, µm²
dfrtp_1       3       75.1
o21a_1        1       7.51
nand2_1       1       3.75
inv_1         4       15.0
xnor2_1       1       8.76
o21ai_0       1       5.00
o21ai_1       1       5.00
ha_1          4       50.1
==> through the flow <==
step | hold WS [ns] | worst slack (ns) | cells
CTS | 0.190 | 0.0117 | 73
detailed placement | 0.440 | 0.00662 | 67
finish | 0.188 | 0.0455 | 74
global placement | 0.417 | 0.0630 | 67
global route | 0.197 | 0.00718 | 74
floorplan | -0.00636 | 0.141 | 16
==> placed cells by master, fill, tap and decap left out <==
cell type,instances
xnor2_1,1
o21a_1,1
clkdlybuf4s50_1,2
dlygate4sd2_1,3
inv_2,1
dfrtp_1,3
o21ai_2,2
buf_4,2
ha_4,4
clkbuf_4,3
nand2_1,1
buf_6,1
inv_1,3
clkbuf_1,1
No activity file was given, so power comes from the tool's default toggle rates.
