[flow/config.mk]
export PLATFORM = sky130hd
export DESIGN_NAME = regg
export DESIGN_NICKNAME = regg
export VERILOG_FILES = /design/flow/design.v
export SDC_FILE = /design/flow/constraint.sdc
export NUM_CORES = 4
export LEC_CHECK = 1
export CORE_AREA = 10 10 70 70
export DIE_AREA = 0 0 80 80
[flow/constraint.sdc]
current_design regg

set clk_period 1.0
set clk_io_pct 0.2

create_clock -name clk0 -period $clk_period [get_ports {clk}]

set non_clock_inputs [all_inputs -no_clocks]
set_input_delay [expr $clk_period * $clk_io_pct] -clock clk0 $non_clock_inputs
set_output_delay [expr $clk_period * $clk_io_pct] -clock clk0 [all_outputs]
[flow/design.v]
module regg(in,out,clk,load);
input load;
input clk;
input [15:0] in;
output reg [15:0] out;
always@(posedge clk) begin
  if(load) begin
    out <= in;
  end
end
endmodule
[flow/run.sh]
#!/bin/bash
# OpenROAD 26Q1-2900-gdf79404cd8, Yosys 0.63+post, stock flow scripts
make -C /OpenROAD-flow-scripts/flow DESIGN_CONFIG=/design/flow/config.mk WORK_HOME=/design/flow/orfs finish
==> out/results.txt <==
Status = finished, violations left
Failing checks = setup timing
Commonest Layout Cell = clkdlybuf4s50_1
Number of cells in Yosys stat = 16
Relative slew slack = 92.7%
Setup ws final = -0.0100 ns
Initial antenna violation count = 0
Finished Core Util = 24.4%
Routed Antenna Nets = 0
Max Clock Freq = 0.990 GHz
Post-synthesis register bit count = 16
Crit path from = out[15]$_DFFE_PP_
Worst-path clk slew = 0.10 ns
Crit-path leading delay family = flip-flops
Post-synth design cell area = 480 µm²
CTS tree = built
Tool warnings = 27
Sink Count = 16
Final hold violations = 0
WP data arrival = 0.81 ns
Gate Area = 0 µm²
GR Util All Layers = 3.92%
Design Area, Final = 835 µm²
Fp util = 14.1%
Boundary Pins = 34
Post-synth seq share = 100%
Final setup vio count = 1
Lkg Pwr = 0.311 nW
Tot Pwr = 1.28 mW
Gr ovfl total = 0
Core Box Area = 3420 µm²
Post-CTS sizing = 48
CTS buffer count = 3
DP Area = 888 µm²
Cell count after synthesis = 16
Share of cells above drive strength 1 = 37.0%
Top cells excl fill/tap = clkdlybuf4s50_1, edfxtp_1, buf_2
Root buf cell = clkbuf_4
GPL Wtd Cong = 0.778
First-pass GRT wire length = 1.86 mm
Hold Path Depth = 1
Setup TNS = -0.0100 ns
Largest net degree at the start of global routing = 17
Pins Over Slew Limit = 0
CTS Buffer Depth = 2
Chip area in the Yosys report = 480 µm²
VDD IR-drop max = 0.583 mV
Hold_sp = in[0]
CP cell instances = buf_2
Ys Warns = 1
Mean Syn Cell Area = 30.0 µm²
Die area = 6400 µm²
Hold buffer count at cts = 0
Drt first-iter violations = 10
Post-CTS setup buffers = 0
Critical Path RT = 0.80 ns
I/O Buffers = 33
Residual DRC = 0
CP endpoint kind = output port
DR WL/cell = 13.0 µm
Minimum clock period = 1.01 ns
Crit path max-delay cell type = edfxtp_1
Fill cells = 373
Die y size = 80 µm
WL final = 1.30 mm
Hold Slack = 0.463 ns
Vias in the first global route = 350
Die width = 80 µm
RSZ-0062 raised after global routing = true
HP Class = input port to flip-flop
H-tree levels = 1
Max FFs per register = 16
Worst Tran Pin Value = 0.108 ns
Worst Setup Start Kind = flip-flop
Ant. Diodes = 0
Drt first pass iters = 2
Area delta synth->final = 73.7%
Rows = 21
CP Class = flip-flop to output port
#MultiIn Comb = 0
Biggest register = out
CP max FO = 1
Unique cell types = 1
Buf+Inv Stages, Crit Path = 1
Post-DR vias/cell = 2.99
Final Cycle Share = 101%
Dpl hpwl = 1.01 mm
Pwr/cell area = 1530 nW/µm²
Biggest regs = out (16)
Total number of vias = 299
Seq. cell area = 480 µm²
CP max stage delay = 0.39 ns
Max-Cap Viols = 0
CP Depth = 1
[through the flow]
stage,worst slack [ns],instances
floorplan,0.501,16
global placement,-0.172,96
detailed placement,-0.177,96
CTS,-0.0428,100
global route,-0.0743,100
finish,-0.0100,100
[synthesized netlist by cell type]
cell type | n | share of area, %
edfxtp_1 | 16 | 100
[cell families (layout without fill, tap and decap cells)]
logic type             Yosys count  count (layout)  synth area share (%)
buffers and inverters            0              38                     0
flip-flops                      16              16                   100
[power breakdown]
part | leakage (nW) | switching [mW] | internal [mW] | total, mW
sequential | 0.157 | 0.0112 | 0.795 | 0.806
clock | 0.0154 | 0.202 | 0.145 | 0.347
combinational | 0.139 | 0.0303 | 0.0957 | 0.126
[final cells by class]
class,instances,share of cell area (%)
Clock buffer,3,2.70
Sequential cell,16,57.6
Timing Repair Buffer,34,32.4
Clock inverter,1,0.450
Tap cell,46,6.90
[metal layers]
metal	global-route usage [%]	up-vias	part of all wire [%]
met5	0	-	0
met4	1.23	0	2.7
met3	3.41	2	19
met2	4.41	23	37
met1	5.24	135	41
li1	-	139	-
[path summary, 6_finish.rpt]
check	to	slack, ns
min	out[0]$_DFFE_PP_	0.46
max	out[15]	-0.01
Power is estimated from default activity; no workload was simulated.
