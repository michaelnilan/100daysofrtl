--- ./design.v ---
module moore_o(output reg out,input clk,rst,in);
parameter S0 = 3'b000,  
          S1 = 3'b001,  
          S2 = 3'b010,  
          S3 = 3'b011,  
          S4 = 3'b100;  
reg [2:0] current_state, next_state;
always @ (posedge clk or posedge rst) begin
  if(rst)
    current_state <= S0;
  else
    current_state <= next_state;
end
always @ (current_state,in) begin
  case(current_state)
    S0: 
        if (in) 
            next_state = S1;
        else 
            next_state = S0;
    S1: 
        if (in) 
            next_state = S1;
        else 
            next_state = S2;
    S2: 
        if (in) 
            next_state = S3;
        else 
            next_state = S0;
    S3: 
        if (in) 
            next_state = S4;
        else 
            next_state = S2;
    S4: 
        if (in) 
            next_state = S1;
        else 
            next_state = S2;
    default: 
        next_state = S0;
  endcase
end
always @(current_state) begin
  if(current_state == S4)
    out <= 1'b1;
  else
    out <= 1'b0;
end
endmodule
--- ./run.sh ---
#!/bin/bash
# OpenROAD 26Q1-2900-gdf79404cd8, Yosys 0.63+post, stock flow scripts
make -C /OpenROAD-flow-scripts/flow DESIGN_CONFIG=/design/flow/config.mk WORK_HOME=/design/flow/orfs finish
--- ./config.mk ---
export PLATFORM = sky130hd
export DESIGN_NAME = moore_o
export DESIGN_NICKNAME = moore_o
export VERILOG_FILES = /design/flow/design.v
export SDC_FILE = /design/flow/constraint.sdc
export NUM_CORES = 4
export LEC_CHECK = 1
export CORE_AREA = 10 10 70 70
export DIE_AREA = 0 0 80 80
--- ./constraint.sdc ---
current_design moore_o

set clk_period 1.5
set clk_io_pct 0.2

create_clock -name clk0 -period $clk_period [get_ports {clk}]

set non_clock_inputs [all_inputs -no_clocks]
set_input_delay [expr $clk_period * $clk_io_pct] -clock clk0 $non_clock_inputs
set_output_delay [expr $clk_period * $clk_io_pct] -clock clk0 [all_outputs]
==> results.txt <==
fresh numbers from the pnr run: DP Wirelength 280 um, Vert. Die Dim roughly 80 um, Hold-fix buffers, CTS 0, PwrDens roughly 1200 nW/um^2, CTS root buffer clkbuf_4, tool warning count 25, register area share after synthesis 75.4%, overall power about 0.34 mW, final count of pins violating max slew 0, PortBufs 3, WP data arrival 1.11 ns, Max-area cell share roughly 60%, Std-Cell Rows 21, Antenna Cells 0, Avg Inst Size Synth 12.9 sq um, CP Launch Type register, final wirelength around 370 um, Hold/Removal Path Class in2async, RSZ-0062 raised after global routing false, Largest Register current_state, Area contributors post-synth dfrtp_1 (60%), dfstp_2 (16%), and2_1 (7.5%), nor2_1 (6.7%), o31a_1 (5.2%), max cap viols 0, first-pass GRT wire length around 620 um, Vias roughly 120, Worst VDD drop 0.000314 V, chip area 6400 sq um, area grow syn2layout 67.9%, worst slew pin tran 0.182 ns, RD Place Congestion ~0.66, initial antenna violation count 0, Worst EP required about 1.2 ns, DRC viols 0, worst clock skew between 0.0015 and 0.002 ns, cell area after synthesis about 170 sq um, Setup TNS 0 ns, endpoints failing hold 0, Tcrit/Tclk final 93.8%, post-DR vias/cell around 1.8, max reg flops 5, Final WS setup approximately 0.09 ns, Iter 0 DRT Violations 1, DRT antenna net count 0, Core Box Area 3420 sq um, worst hold margin between 0.2 and 0.3 ns, DRT Pass-1 Iters 2, post-synthesis chip area from yosys about 170 sq um, vias in the first global route around 140, crit-path max cell delay roughly 0.49 ns, maximum number of pins on one net before global-route repair 6, Tmin final ~1.4 ns, IO Count 4, TritonCTS clock tree yes, yosys warns 1, Synth area leader dfrtp_1, Gate Area approximately 38 sq um, total global routing overflow 0, Final Cell Area 282 sq um, placed cell area approximately 260 sq um, Fmax between 700 and 800 MHz, Buf/Inv on CP 1, Worst path slowest cell clkdlybuf4s50_1, storage element area roughly 130 sq um, fin cells between 60 and 70, Longest Clk Path Bufs 2, outcome complete, no violations, Synth Flop Type dfrtp_1, H-tree Lvls 1, slew margin rel. just under 90%, placed insts slightly above 60, crit-path leading delay family buffers and inverters, distinct cell type count after synthesis 7, CTS buffer count 3, drt wl/cell roughly 5.6 um, leakage 0.111 nW, Tot GR Track Use approximately 1.4%, Syn Inst Count 13, Filler cells roughly 410, CP Capture Type output pin, commonest cells in the netlist dfrtp_1 (4), nor2_1 (3), and2_1 (2), die width roughly 80 um, yosys stat cell total 13, clk slew on worst S/H paths 0.05 ns, clk latency late pin approximately 0.25 ns, Place WS 0.351 ns, fp util between 4 and 5%, CP Class reg2out, clock sinks 5, share of cells above drive strength 1 roughly 20%, final setup vio count 0, Crit Path Max Fanout 3, #FFs+latches synth 5, Yosys top cell by instances dfrtp_1, setup bufs post-CTS 0, post-cts repair resize count 0, largest registers current_state: 5 flops, EDFF count, synth 0, final core occ around 8.2%, Critical Path, Cell by Cell clkdlybuf4s50_1, fraction of registers with async set/reset ~100%
==> layout make-up <==
class	instances	share of cell area, %
clock buffers	4	9.33
inverters	1	1.33
multi-input cells	7	13.3
flip-flops and latches	5	44.9
well taps	46	20.4
repair buffers	3	10.7
==> routing by layer <==
metal | share of wire (%) | wire length [um] | GRT usage [%] | up-vias
met1 | 56 | 208 | 1.67 | 52
met4 | 3.0 | 11 | 0.528 | 0
met3 | 22 | 83 | 2.16 | 2
li1 | - | - | - | 55
met5 | 0 | 0 | 0 | -
met2 | 18 | 65 | 1.04 | 7
==> final timing paths <==
check | from | end | slack [ns] | depth (start not counted)
max | current_state[1] | out | 0.09 | 1
min | rst | current_state[1] | 0.28 | 2
max reg2reg | current_state[1] | current_state[3] | 0.70 | 1
min reg2reg | current_state[2] | current_state[4] | 0.48 | 1
max in group asynchronous | rst | current_state[0] | 0.98 | 2
min in group clk0 | current_state[2] | current_state[4] | 0.48 | 1
==> cells by family after synthesis <==
family | Yosys count | share of synthesized area, %
simple gates | 6 | 17.2
flops | 5 | 75.4
buf+inv | 1 | 2.24
compound gates | 1 | 5.22
==> placed cells by master (no fill, tap or decap) <==
cell / n
o31a_1: 1
nor3_1: 1
clkbuf_4: 3
inv_1: 1
dfstp_2: 1
clkdlybuf4s50_1: 3
clkbuf_1: 1
nor2_1: 3
dfrtp_1: 4
and2_1: 2
==> report_power, final <==
| group | total (mW) | switching, mW | internal, mW |
|---|---|---|---|
| registers | 0.153 | 0.00533 | 0.147 |
| clock network | 0.161 | 0.0603 | 0.101 |
| logic | 0.0228 | 0.0100 | 0.0128 |
| total | 0.337 | 0.0756 | 0.261 |
No activity file was given, so power comes from the tool's default toggle rates.
